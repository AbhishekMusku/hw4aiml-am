File: ./config.mk
export PLATFORM = sky130hd
export DESIGN_NAME = relu_neuron
export DESIGN_NICKNAME = relu_neuron
export VERILOG_FILES = /design/flow/design.v
export SDC_FILE = /design/flow/constraint.sdc
export NUM_CORES = 4
export LEC_CHECK = 1
export CORE_AREA = 10 10 70 70
export DIE_AREA = 0 0 80 80
File: ./constraint.sdc
current_design relu_neuron

set clk_period 1.0
set clk_io_pct 0.2

create_clock -name clk0 -period $clk_period [get_ports {clk}]

set non_clock_inputs [all_inputs -no_clocks]
set_input_delay [expr $clk_period * $clk_io_pct] -clock clk0 $non_clock_inputs
set_output_delay [expr $clk_period * $clk_io_pct] -clock clk0 [all_outputs]
File: ./design.v
module relu_neuron #(
    parameter int WIDTH = 8      
)(
    input  logic                 clk,
    input  logic                 rst_n,
    input  logic [WIDTH-1:0]     input_current,
    input  logic [WIDTH-1:0]     bias,          
    input  logic [2:0]           slope_shift,   
    output logic [WIDTH-1:0]     output_value   
);
    logic signed [WIDTH:0] sum_with_bias;  
    logic [WIDTH-1:0] relu_out;
    assign sum_with_bias = $signed({1'b0, input_current}) + $signed({bias[WIDTH-1], bias});
    assign relu_out = (sum_with_bias[WIDTH]) ? '0 : sum_with_bias[WIDTH-1:0];
    always_ff @(posedge clk or negedge rst_n) begin
        if (!rst_n) begin
            output_value <= '0;
        end else begin
            output_value <= relu_out;
        end
    end
endmodule
File: ./run.sh
#!/bin/bash
# OpenROAD 26Q1-2900-gdf79404cd8, Yosys 0.63+post, stock flow scripts
make -C /OpenROAD-flow-scripts/flow DESIGN_CONFIG=/design/flow/config.mk WORK_HOME=/design/flow/orfs finish
==> run_results.csv <==
group,metric,value,unit
cts,htreeDepth,1,
cts,clk_pin_slew,0.05,ns
route,num_vias,676,
pwr,cellLeakagePower,0.5212,nW
hold_path,hp-class,"in -> async",
sta,slew_violations,0,
sta,rsz0062_at_grt,"yes",
sta,hold_viol,0,
global_route,grt_pass1_wl,3098,um
floorplanning,die_y,80,um
floorplanning,coreArea,0.003416,mm^2
worst_setup_path,crit_required,1.12,ns
logic_synthesis,ys_seq_elements,8,
pwr,pwr_density_cell,1020,mW/mm^2
route,via_per_inst,4.418,
sta,max_slew_margin,78.05,%
status,violations,"negative setup slack",
route,drt_iter0_markers,38,
logic_synthesis,ys_types,30,
sta,clock.fmax,680.3,MHz
logic_synthesis,ys_warn_count,1,
sta,period_minus_slack,1.470,ns
floorplanning,fp-utilization,20.04,%
pwr,ir_drop,355.7,uV
finish,comb_area,594.3,um^2
route,first_pass_iters,4,
finish,largest_register_ff_count,8,
logic_synthesis,synthCells,65,
route,routedWlPerCell,12.31,um
worst_setup_path,cp.arrival,1.59,ns
global_route,antenna_found_initial,0,
finish,drive_above_1_share,49.53,%
status,status,"complete, but fails checks",
cts,cts_buffers,3,
worst_setup_path,path_cells,"buf_8 -> ha_4 -> fa_2 -> a21o_1 -> and4_4 -> o2111ai_4 -> a31oi_1",
cts,root_buffer,"clkbuf_4",
finish,largest_register,"output_value",
floorplanning,die_area,0.006400,mm^2
global_route,overflow,0,
route,routed_wirelength,1883,um
cts,cts_tree,"built",
worst_setup_path,worst_path_max_delay_cell,"fa_2",
logic_synthesis,synth_stat.cells,65,
sta,fin_ws,-0.4698,ns
placement,dpl.hpwl,1471,um
floorplanning,num_rows,21,
worst_setup_path,cp-start-kind,"input port",
sta,finalClockPeriodUsage,147.0,%
worst_setup_path,crit_path_max_fanout,8,
worst_setup_path,critPathKind,"in -> reg",
worst_setup_path,cpPeakStageDelay,0.33,ns
logic_synthesis,avgSynthCellArea,10.53,um^2
global_route,grt_use_total,5.788,%
placement,port_buffers,25,
logic_synthesis,synth_seq_share,29.25,%
flow_run,maxCapViolations,0,
route,diodes,0,
floorplanning,die_x,80,um
finish,fillCellCount,354,
placement,dp_cells,149,
sta,setup_viol,8,
finish,syn2layout_area_growth,76.78,%
logic_synthesis,syn_area,684.4,um^2
finish,reg.largest.list,"output_value (8)",
global_route,first_global_vias,691,
sta,worst_pin_slew,0.3282,ns
placement,routabilityCongestion,0.7941,
finish,lay_top_count,"buf_4",
worst_setup_path,endpoint_kind,"register",
finish,regArea,200.2,um^2
flow_run,warnings,31,
finish,final_cell_mix,"buf_4, dlygate4sd2_1, dfrtp_1",
route,final_antenna_net_count,0,
floorplanning,num_io_pins,29,
finish,stdcell_count,153,
route,route.detailed.drc,0,
cts,clk_path_buf_depth,2,
finish,fin_util,35.42,%
cts,clock_sinks,8,
global_route,grt_start_max_net_pins,9,
pwr,finalPower,0.001235,W
logic_synthesis,yosysChipArea,684.4,um^2
[cell families after synthesis]
| group | share of synthesized area, % |
|---|---|
| compound gates | 32.36 |
| xor+xnor | 3.840 |
| fa+ha+maj | 17.55 |
| buf+inv | 4.388 |
| flops | 29.25 |
| mux | 2.011 |
| simple gates | 10.60 |
[layer usage]
| metal | vias up | track usage (%) | wire [um] |
|---|---|---|---|
| met1 | 306 | 7.070 | 877 |
| met4 | 0 | 0.8803 | 36 |
| met5 | - | 0 | 0 |
| met2 | 21 | 9.551 | 818 |
| met3 | 5 | 2.273 | 150 |
| li1 | 344 | - | - |
[worst max-delay path: cells and delay by family]
| kind | cells | cell delay (ns) |
|---|---|---|
| compound gates | 3 | 0.65 |
| fa+ha+maj | 2 | 0.48 |
| simple gates | 1 | 0.16 |
| buf+inv | 1 | 0.10 |
[what timing repair did]
action / CTS / global route
gates resized: 66 / 7
setup endpoints to repair: 16 / 12
pin swaps: 15 / 9
hold buffers: 0 / 0
buffers inserted: 0 / 1
[per-stage QoR]
stage	setup TNS (ns)	hold slack [ns]	setup slack, ns	area [um^2]
2_1_floorplan	-4.650	-0.09559	-0.5978	708.2
3_3_place_gp	-8.760	0.4806	-1.107	1110
3_5_place_dp	-8.875	0.4864	-1.121	1110
4_1_cts	-3.533	0.2064	-0.4576	1202
5_1_grt	-4.095	0.2221	-0.5265	1210
6_report	-3.648	0.2034	-0.4698	1210
[final cells by class]
type	count	share of cell area [%]
multi-input cells	51	49.12
well taps	46	4.757
repair buffers	40	26.16
inverters	5	1.551
clock buffers	3	1.861
flip-flops and latches	8	16.55
[cells in the mapped netlist (all sizes together)]
cell,instances,area [um^2]
nand3,1,5.000
xor2,2,17.52
o2111a,1,11.26
o2111ai,1,26.28
a21boi,1,7.510
and2,1,6.260
a21oi,6,30.03
mux2i,1,13.76
and3,1,6.260
fa,1,20.02
o21bai,1,7.510
o21ai,5,25.02
a21o,2,15.01
ha,8,100.1
nand4b,1,15.01
or3b,1,8.760
xnor2,1,8.760
a311oi,3,38.79
dfrtp,8,200.2
and4,1,11.26
nand4,1,6.260
nor3,2,10.01
a211oi,1,7.510
buf,1,11.26
a2111oi,1,15.01
nand2,1,3.750
a31oi,6,37.54
inv,5,18.77
[power by group]
group / switching (W) / leakage (nW) / internal (W)
logic: 0.000258 / 0.406 / 0.000332
registers: 0.0000147 / 0.102 / 0.000381
clock network: 0.000111 / 0.0138 / 0.000137
total: 0.000385 / 0.521 / 0.000850
[final timing paths]
| kind | startpoint | endpoint | slack, ns |
|---|---|---|---|
| max in group asynchronous | rst_n | output_value[3] | 0.55 |
| hold / removal | rst_n | output_value[4] | 0.20 |
| min in group clk0 | input_current[0] | output_value[0] | 0.33 |
| setup / recovery | bias[0] | output_value[2] | -0.47 |
No activity file was given, so power comes from the tool's default toggle rates.
