==> config.mk <==
export PLATFORM = sky130hd
export DESIGN_NAME = binary_lif_neuron
export DESIGN_NICKNAME = binary_lif_neuron
export VERILOG_FILES = /design/flow/design.v
export SDC_FILE = /design/flow/constraint.sdc
export NUM_CORES = 4
export LEC_CHECK = 1
export CORE_UTILIZATION = 40
==> constraint.sdc <==
current_design binary_lif_neuron

set clk_period 8.2
set clk_io_pct 0.2

create_clock -name clk0 -period $clk_period [get_ports {clk}]

set non_clock_inputs [all_inputs -no_clocks]
set_input_delay [expr $clk_period * $clk_io_pct] -clock clk0 $non_clock_inputs
set_output_delay [expr $clk_period * $clk_io_pct] -clock clk0 [all_outputs]
==> design.v <==
module binary_lif_neuron #(
    parameter int WIDTH = 16,            
    parameter int FRAC_BITS = 8,         
    parameter logic [WIDTH-1:0] THRESHOLD = 16'h0400,   
    parameter logic [WIDTH-1:0] RESET_VAL = 16'h0000    
)(
    input  logic clk,                    
    input  logic rst_n,                  
    input  logic input_spike,            
    input  logic [WIDTH-1:0] leak_factor,  
    output logic output_spike,           
    output logic [WIDTH-1:0] potential   
);
    always_ff @(posedge clk or negedge rst_n) begin
        if (!rst_n) begin
            potential <= '0;
            output_spike <= 1'b0;
        end else begin
            potential <= ((potential * leak_factor) >> FRAC_BITS) + 
                         (input_spike ? (1 << FRAC_BITS) : '0);
            if (potential >= THRESHOLD) begin
                output_spike <= 1'b1;
                potential <= RESET_VAL;  
            end else begin
                output_spike <= 1'b0;
            end
        end
    end
endmodule
==> run.sh <==
#!/bin/bash
# OpenROAD 26Q1-2900-gdf79404cd8, Yosys 0.63+post, stock flow scripts
make -C /OpenROAD-flow-scripts/flow DESIGN_CONFIG=/design/flow/config.mk WORK_HOME=/design/flow/orfs finish
==> results.ini <==
[run_status]
status = finished, final reports clean

[critical_path]
cp-start-kind = primary input
crit_type = in -> reg
cp_slowest_cell = fa_1
crit-reg2reg-launch = potential[8]
critPathRequiredTime_ps = 8310
crit_chain = clkdlybuf4s50_1 -> buf_4 -> and2_1 -> fa_1 -> inv_1 -> fa_1 -> fa_1 -> inv_1 -> fa_1 -> fa_1 -> inv_1 -> fa_1 -> inv_1 -> ha_1 -> and3_2 -> a221o_1 -> a211oi_4 -> buf_4 -> o211ai_2 -> o41a_4 -> o31a_1 -> o311a_1 -> a31oi_1 -> nor3_2
cpMostUsedCell = fa_1
r2r_cells = 22
ff2ff_setup_slack_ps = 1430
end_kind = flop
crit_fanout = 11
cpPeakStageDelay_ps = 540
r2r_end = potential[15]
arrival_ps = 8050

[clocking]
cts_root_buf = clkbuf_16
cts_resized = 0
cts_tree = done
postCtsSetupBuffers = 0
insertion_delay_ps = 250
path_clk_slew_ps = 50
cts.sinks = 17
cts_buffer_depth = 2
postCtsHoldBufs = 0
htree_levels = 1
cts_buffers = 3

[synth]
synth-xor-area-share = 0.04117
synth_seq_share = 0.05577
yosysUniqueCellTypes = 51
synth-edff-count = 0
synth_area_mm2 = 0.007629
synthFlopType = dfrtp_1
simple_gate_share = 0.1891
top_area_cell = fa_1
yosys-top-cells-area = fa_1, ha_1, inv_1
ys_chip_area_mm2 = 0.007629
ys_cells = 858
syn-instance-count = 858
top_logic_kind = adder cells
ys_sh_aoi = 0.04035
ys_sh_adder = 0.5498
synth_flop_count = 17
async_flop_share = 1.000
synth.avg_cell_area_um2 = 8.891
top_area_frac = 0.4382
ys_sh_mux = 0.001312
yosys_warnings = 1

[global_route]
antenna_found_initial = 0
grt_overflow = 0
grt_max_degree = 18
first_global_vias = 5681
grt_pass1_wl_mm = 29.64
grt.total_usage = 0.2052

[die]
die_x_um = 140.1
coreArea_mm2 = 0.01871
chipArea_mm2 = 0.01963
die-height_um = 140.1
fp_util = 0.4078
num_rows = 50
io_pins = 36

[worst_hold_path]
holdPathEnd = potential[9]
hold_path_depth = 3
hp-class = reg -> reg
min-delay-start = potential[11]

[timing]
relSlewSlack = 0.4379
hold_viol = 0
hold_ws_ps = 888.8
period_used_share = 0.9685
fin_crit_ps = 7942
finalSetupViolCount = 0
slew_viol_final = 0
finalClockSkew_ps = 3.591
fmax_ghz = 0.1259
fin_ws_ps = 258.1
tightest_slew_ps = 843.2

[routing]
drt-total-wl_mm = 17.31
wl_per_cell_um = 15.27
drc = 0
vias = 5435
diodes = 0
dr.pass1.iters = 4
drt_iter0_markers = 183
vias_per_cell = 4.793
ant_nets = 0

[placement]
gp_congestion = 0.8962
placed_area_mm2 = 0.008422
port_buffers = 35
dp_hpwl_mm = 14.28
pre_cts_ws_ps = -144.3

[run]
maxCapViolations = 0
openroad.warnings = 25

[cells_and_area]
drive_gt1_frac = 0.07111
fin_area_mm2 = 0.008534
syn2layout_area_growth_pct = 11.87

==> cell type report <==
cell class / instances / area (µm²)
Inverter: 215 / 807.0
Timing Repair Buffer: 72 / 633.1
Multi-Input combinational cell: 592 / 6297
Clock buffer: 4 / 78.83
Fill cell: 1804 / 10170
Sequential cell: 17 / 425.4
Tap cell: 234 / 292.8
==> state kept, by name, summed over array words and instances, names as in the netlist <==
register	count
potential	16
output_spike	1
==> cell usage in the layout (no fill, tap or decap), types with 2 or more instances in the layout <==
| master | netlist | routed |
|---|---|---|
| clkdlybuf4s50_1 | 0 | 33 |
| and3_1 | 3 | 3 |
| ha_2 | 0 | 2 |
| nor3_1 | 5 | 5 |
| a21oi_2 | 1 | 2 |
| fa_1 | 167 | 167 |
| ha_1 | 68 | 65 |
| a211oi_4 | 2 | 2 |
| nand4_1 | 3 | 3 |
| and2_1 | 102 | 102 |
| nor2b_1 | 3 | 3 |
| inv_1 | 215 | 215 |
| a21oi_1 | 9 | 8 |
| o21ai_0 | 4 | 3 |
| buf_4 | 0 | 37 |
| a21o_1 | 3 | 3 |
| clkbuf_16 | 0 | 3 |
| o21ai_2 | 1 | 2 |
| nand2_1 | 133 | 133 |
| xnor2_1 | 26 | 26 |
| xor2_1 | 8 | 8 |
| dlymetal6s2s_1 | 0 | 2 |
| nand4_2 | 2 | 2 |
| nand3_1 | 4 | 4 |
| o211a_1 | 2 | 2 |
| nor2_1 | 18 | 18 |
| dfrtp_1 | 17 | 17 |
==> worst max-delay path by stage <==
stage             startpoint       endpoint  slack, ps
global route  leak_factor[4]  potential[15]         -6
CTS           leak_factor[1]  potential[15]        100
finish        leak_factor[4]  potential[15]        260
==> per-layer routing <==
metal	vias to the layer above	global-route usage	share of wire
li1	2572	-	-
met2	152	0.3113	0.46
met1	2705	0.3341	0.46
met4	0	0.006362	0.0038
met3	6	0.04876	0.074
met5	-	0	0
==> cells by family after synthesis <==
group           Yosys count
mux                       1
flops                    17
compound gates           36
simple gates            285
buf+inv                 249
xor+xnor                 35
fa+ha+maj               235
==> cells in the mapped netlist (2+ instances only) <==
| cell | count |
|---|---|
| nor2b_1 | 3 |
| nand2_1 | 133 |
| a211oi_4 | 2 |
| nand3_1 | 4 |
| nor3_1 | 5 |
| clkbuf_1 | 34 |
| nand4_2 | 2 |
| fa_1 | 167 |
| nand4_1 | 3 |
| xnor2_1 | 26 |
| and3_1 | 3 |
| nor2_1 | 18 |
| dfrtp_1 | 17 |
| o21ai_0 | 4 |
| inv_1 | 215 |
| xor2_1 | 8 |
| o211a_1 | 2 |
| a21oi_1 | 9 |
| ha_1 | 68 |
| and2_1 | 102 |
| a21o_1 | 3 |
==> stage by stage <==
stage | cells | utilization | setup TNS, ps
4_1_cts | 1134 | 0.4544 | 0
6_report | 1134 | 0.4563 | 0
3_3_place_gp | 1130 | 0.4502 | -171.1
3_5_place_dp | 1130 | 0.4502 | -265.3
5_1_grt | 1134 | 0.4563 | -6.485
2_1_floorplan | 858 | - | 0
==> critical path, delay by kind of cell <==
kind,cells,cell delay [ps]
AND-OR/OR-AND,7,1730
adder cells (fa/ha/maj),7,3270
AND/OR/NAND/NOR,3,430
buffers and inverters,7,970
